==> ./config.mk <==
export PLATFORM = sky130hd
export DESIGN_NAME = clock_
export DESIGN_NICKNAME = clock_
export VERILOG_FILES = /design/flow/design.v
export SDC_FILE = /design/flow/constraint.sdc
export NUM_CORES = 4
export LEC_CHECK = 1
export CORE_UTILIZATION = 40
==> ./constraint.sdc <==
current_design clock_

set clk_period 12.1
set clk_io_pct 0.2

create_clock -name clk0 -period $clk_period [get_ports {clk}]

set non_clock_inputs [all_inputs -no_clocks]
set_input_delay [expr $clk_period * $clk_io_pct] -clock clk0 $non_clock_inputs
set_output_delay [expr $clk_period * $clk_io_pct] -clock clk0 [all_outputs]
==> ./design.v <==
module clock_(clk, clk_, period);
	input clk;
	input[15:0] period;
	output reg clk_;
	reg[31:0] counter, p;
	initial begin 
		counter = 0;
		clk_ = 0;
		p = 0;
	end
	always@(posedge clk) begin
		if(!p) p <= 25000 * period;
		else if(counter >= p) begin
			counter <= 0;
			clk_ <= ~clk_;
		end
		else
			counter <= counter + 1;
	end
endmodule
==> ./run.sh <==
#!/bin/bash
# OpenROAD 26Q1-2900-gdf79404cd8, Yosys 0.63+post, stock flow scripts
make -C /OpenROAD-flow-scripts/flow DESIGN_CONFIG=/design/flow/config.mk WORK_HOME=/design/flow/orfs finish
==> reports/summary.log <==
INFO  timing         finalCriticalPeriod=7.13ns
INFO  global_route   grt_first_pass_wirelength=22,300um
INFO  global_route   global_route.usage.met2=25.6%
INFO  global_route   grt_start_max_net_pins=34
INFO  cts            clock_sink_count=61
INFO  yosys          ys_area=6880squm
INFO  global_route   gr_usage_total=16.3%
INFO  yosys          syn-cell-area=6880squm
INFO  timing         hold_viol_final=0
INFO  yosys          enable_flop_cells=61
INFO  yosys          yosys-stat-cells=697
INFO  worst_setup_path timing.critical_path.mode_cell=ha_1
INFO  global_route   use_met1=25.5%
INFO  cts            cts.htree.levels=3
INFO  yosys          synth_flop_count=61
INFO  die            io_pins=18
INFO  route          detail_route.iter0.violations=226
INFO  global_route   grt_most_used_layer=met2
INFO  yosys          yosys.area.top_type_share=26.6%
INFO  yosys          synthDistinctLibCells=55
INFO  die            die_height=133um
INFO  global_route   grt_pass1_vias=4,666
INFO  timing         post-route-period-util=58.9%
INFO  route          detail_route.antenna_diodes=0
INFO  die            floorplan.rows=47
INFO  yosys          async_flop_share=0%
INFO  global_route   initial_antenna_violation_count=0
INFO  timing         setup_viol=0
INFO  timing         fin_worst_skew=0.00724ns
INFO  place          gp_congestion=0.981
INFO  yosys          synth-main-ff-cell=edfxtp_1
INFO  cts            clock.latency.late_pin=0.33ns
INFO  yosys          synth.top_cells.by_count=142 x ha_1, 132 x inv_1, 61 x edfxtp_1
INFO  yosys          yosysWarningCount=1
INFO  worst_setup_path cp.required=12.16ns
INFO  route          routed-via-count=4,706
INFO  worst_setup_path r2r.worst_path.cells=7
INFO  worst_setup_path cells_along_the_critical_path=clkdlybuf4s50_1, ha_1, ha_1, xnor2_1, ha_1, a31o_2, fa_1, inv_1, fa_1, inv_1, ha_1, a21oi_1, o21ai_0, a311oi_1, o21ai_0, xor2_1
INFO  yosys          syn-instance-count=697
INFO  worst_setup_path worst-setup-path-type=in2reg
INFO  die            die_x=133um
INFO  place          portBuffers=17
INFO  pwr            power_density=172nW/um^2
INFO  cts            cts_hold_repair.buffers=0
INFO  global_route   grt.met3_usage=3.07%
INFO  route          route.final.wire_length=13,000um
INFO  yosys          yosysTopAreaCell=edfxtp_1
INFO  cts            clk_pin_slew=0.05ns
INFO  worst_setup_path critPathMaxFanout=7
INFO  timing         least_margin_pin_slew=0.711ns
INFO  route          vias_per_cell=4.99
INFO  worst_setup_path timing.critical_path.depth=16
INFO  timing         timing.fmax=140MHz
INFO  yosys          yosysMostFrequentCell=ha_1
INFO  die            floorplan.core_util=41.2%
INFO  timing         hold_ws=0.540ns
INFO  cells_and_area finish.cell_count_without_fillers=944
INFO  pwr            power.leakage=0.00377uW
INFO  route          post-route-drc-count=0
INFO  yosys          fraction_of_the_yosys_area_taken_by_sequential_cells=26.6%
INFO  cts            tritoncts=yes
INFO  cells_and_area fraction_of_layout_instances_using_a_drive_strength_above_1=4.14%
INFO  worst_setup_path timing.critical_path.slowest_cell_delay=0.55ns
INFO  place          place.detailed.hpwl=10,900um
INFO  cts            clock_tree.buffer_depth=2
INFO  timing         totalNegativeSetupSlack=0ns
INFO  pwr            totalPowerFinal=1310uW
INFO  die            die_area=17,700squm
INFO  worst_setup_path cp-start-kind=primary input
INFO  worst_setup_path cpMaxStageDelayCell=a311oi_1
INFO  global_route   grt-ovfl-total=0
INFO  worst_setup_path crit_arrival=7.19ns
INFO  timing         max-slew-margin-rel=52.1%
INFO  cts            post_cts_setup_repair_bufs=0
INFO  worst_setup_path critPathCaptureType=register
INFO  die            core_area=16,700squm
INFO  timing         grt_setup_unrepaired=false
INFO  yosys          synthesis.area_per_instance=9.87squm
INFO  yosys          post_synth_main_area_contributors=edfxtp_1 27%, ha_1 26%, fa_1 10%
INFO  worst_setup_path timing.critical_path.max_delay_family=adder cells
INFO  cts            cts.repair.resized=0
INFO  cells_and_area layout-area-overhead-vs-synth=10.4%
INFO  cts            clockRootBuffer=clkbuf_16
INFO  pwr            irDropWorstVdd=0.0894mV
INFO  cts            numCtsBuffers=9
INFO  flow_run       log.warning_count=31
INFO  worst_setup_path path_buffers=3
INFO  route          drt_pass1_iterations=6
INFO  hold_path      worst_hold_path_type=reg2reg
INFO  timing         finalMaxSlewViolations=0
INFO  route          ant_nets=0
INFO  flow_run       drv.max_cap_violation_count=0
INFO  run_status     outcome=completed
INFO  place          dp_cells=928
INFO  hold_path      worstHoldPathCells=1
INFO  route          drt-wirelength-per-cell=13.8um
## metal layers
layer | vias up | part of all wire, %
met5 | - | 0
met4 | 0 | 0.94
met3 | 10 | 3.3
met2 | 72 | 45
met1 | 2165 | 50
li1 | 2459 | -
## sequential cells by signal, indices dropped and copies added, names as in the netlist
| signal | cells |
|---|---|
| counter | 32 |
| p | 28 |
| clk_ | 1 |
## worst register-to-register path, stage by stage, from the launching register on
cell	delay (ns)
edfxtp_1	0.46
ha_1	0.33
and4b_1	0.20
o311ai_1	0.11
a211o_1	0.26
o211ai_1	0.14
a21o_2	0.59
and2_1	0.24
## path summary, 6_finish.rpt
path	from	endpoint	slack (ns)
setup / recovery	period[3]	p[25]	4.97
hold / removal	clk_	clk_	0.54
setup reg to reg	counter[4]	clk_	9.49
hold reg to reg	clk_	clk_	0.54
## final cells by class
| type | instances | area [sq um] |
|---|---|---|
| Fill cell | 1571 | 9100 |
| Multi-Input combinational cell | 496 | 4500 |
| Sequential cell | 61 | 1830 |
| Inverter | 132 | 495 |
| Tap cell | 220 | 275 |
| Clock buffer | 9 | 225 |
| Timing Repair Buffer | 19 | 185 |
| Clock inverter | 7 | 80.1 |
## kinds of logic (layout without fill, tap and decap cells)
kind of cell    count (synthesis)  in the layout  share of synthesized area [%]
fa+ha+maj                     178            178                           36.3
buf+inv                       140            167                           7.98
compound gates                105            105                           10.2
mux                             2              2                          0.291
xor+xnor                       59             59                           7.51
flops                          61             61                           26.6
simple gates                  152            152                           11.1
## stage by stage
step	setup WS, ns	utilization (%)	cell area (sq um)
finish	4.97	45.5	7600
global route	4.67	45.5	7600
CTS	4.97	45.5	7600
detailed placement	4.65	43.7	7290
global placement	4.65	43.7	7290
floorplan	5.59	-	6880
## cells in the final DEF (no fill, tap or decap), types with 2 or more instances in the layout
master           count
ha_1               142
inv_1              132
edfxtp_1            61
nor2_1              47
fa_1                36
a21oi_1             33
nand2_1             31
xor2_1              30
xnor2_1             29
clkdlybuf4s50_1     17
nand3_1             16
a21o_1              15
o21ai_0             13
nand4_1             12
and3_1              11
nor4_1               9
clkbuf_16            9
nor2b_1              6
a211oi_1             6
a31o_2               5
a31oi_1              5
o21a_1               4
clkinv_1             4
nor3_1               3
and3_2               3
o2111ai_1            2
o21bai_1             2
a311oi_1             2
or3_1                2
mux2i_1              2
o311ai_0             2
o211ai_1             2
a41oi_1              2
o311ai_1             2
bufinv_16            2
buf_4                2
## power by group
part | switching [uW] | internal, uW
sequential | 0 | 274
combinational | 442 | 330
clock | 83.1 | 176
Power figures rest on the tool's default switching activity, not on a simulated workload.
