==> design/flow/design.v <==
module randGen(clk, nums);
	input clk;
	output reg[15:0] nums;
	reg[79:0] arr1, arr2;
	reg[3:0] i, v;
	initial begin
		arr2 = 80'h00000000001736048295;
		nums = 16'h8763;
		i = 0;
		v = 0;
	end
	always@(posedge clk) begin
		if(i == 0) begin
			nums <= arr2[15:0];
			if(v == 7) begin
				i <= nums[3:0];
				v <= 2;
			end
			else begin
				v <= v + 1;
			end
			i <= v;
			arr1 <= arr2 << (v * 4);
		end
		else begin
			arr2 <= (arr2 << 4) + arr1[43:40];
			arr1 <= arr1 >> 4;
			i <= i - 1;
		end
	end
endmodule
==> design/flow/run.sh <==
#!/bin/bash
# OpenROAD 26Q1-2900-gdf79404cd8, Yosys 0.63+post, stock flow scripts
make -C /OpenROAD-flow-scripts/flow DESIGN_CONFIG=/design/flow/config.mk WORK_HOME=/design/flow/orfs finish
==> design/flow/config.mk <==
export PLATFORM = sky130hd
export DESIGN_NAME = randGen
export DESIGN_NICKNAME = randGen
export VERILOG_FILES = /design/flow/design.v
export SDC_FILE = /design/flow/constraint.sdc
export NUM_CORES = 4
export LEC_CHECK = 1
export CORE_UTILIZATION = 30
==> design/flow/constraint.sdc <==
current_design randGen

set clk_period 5.7
set clk_io_pct 0.2

create_clock -name clk0 -period $clk_period [get_ports {clk}]

set non_clock_inputs [all_inputs -no_clocks]
set_input_delay [expr $clk_period * $clk_io_pct] -clock clk0 $non_clock_inputs
set_output_delay [expr $clk_period * $clk_io_pct] -clock clk0 [all_outputs]
==> qor.csv <==
stage;metric;value;unit
floorplanning;die_height;161;µm
timing;min_period;2880;ps
global_routing;grt_pass1_vias;5038;
timing;drv_slew;0;
synthesis;syn_avg_cell_area;12.9;µm²
timing;period_used_share;50.6;%
flow_run;drv_cap;0;
critical_path;crit_fanout;63;
critical_path;cp.arrival;3180;ps
synthesis;synthArstFlopShare;0;%
cts;cts_hold_buf;0;
detailed_routing;first_iter_violations;451;
placement;place.detailed.hpwl;11700;µm
detailed_routing;first_pass_iters;5;
critical_path;r2r_slack;2820;ps
layout;syn2layout_area_growth;12.6;%
timing;hold_viol_final;0;
timing;whs;402;ps
timing;worst_slew_pin_slew;852;ps
power_and_ir_drop;pwr-share-comb;0;%
min_path;hp-class;reg -> reg;
cts;root_buffer;clkbuf_16;
global_routing;grt_pass1_wl;29300;µm
global_routing;gr-usage-met1;23.3;%
flow_run;warning_count;27;
cts;clk_pin_slew;60;ps
global_routing;grt.overflow.total;0;
synthesis;synth_warnings;1;
detailed_routing;vias_per_cell;5.58;
synthesis;top_cell;edfxtp_1;
floorplanning;ioPinCount;17;
power_and_ir_drop;power_frac_seq;49.6;%
synthesis;synthTopCellsByCount;edfxtp_1, mux2i_1, dfxtp_1, mux4_2, nor2_1;
detailed_routing;wire_per_inst;19.7;µm
timing;slew_headroom;43.0;%
cts;cts_made_buffers;17;
synthesis;ys_area;0.00762;mm²
global_routing;track_usage;15.0;%
floorplanning;initial_core_util;31.0;%
floorplanning;die_w;161;µm
cts;cts_setup_buffers;0;
synthesis;ff_type;edfxtp_1;
synthesis;synthesis.area;0.00762;mm²
cts;cts_tree;done;
timing;clock-skew-final;9.47;ps
timing;rsz0062_at_grt;false;
timing;tns;0;ps
floorplanning;coreArea;0.0246;mm²
power_and_ir_drop;netSwitchingPower;0.000435;W
synthesis;ys_seq_share;51.0;%
layout;drive_gt1_share;16.1;%
placement;gp_congestion;0.881;
synthesis;yosysUniqueCellTypes;59;
cts;cts.sinks;144;
power_and_ir_drop;ir_worst_vdd;0.215;mV
detailed_routing;via_count;5177;
detailed_routing;diodes;0;
power_and_ir_drop;p_int;0.00179;W
layout;final_util;34.9;%
timing;setup_viol;0;
layout;stdcell_area;0.00859;mm²
global_routing;gr-usage-met2;21.7;%
critical_path;cp.required;6000;ps
detailed_routing;ant_nets;0;
detailed_routing;drc;0;
synthesis;ys_cells;589;
cts;postCtsResizedCells;0;
critical_path;worst_setup_path_start_kind;flop;
critical_path;crit_type;reg -> reg;
synthesis;topCellsByArea;edfxtp_1, dfxtp_1, mux4_2;
power_and_ir_drop;powerDensity;259;mW/mm²
synthesis;syn_inst;589;
power_and_ir_drop;switching_share;19.6;%
floorplanning;rows;57;
placement;place_area;0.00799;mm²
synthesis;yosysTopAreaCellShare;39.4;%
global_routing;use_met3;4.82;%
cts;cts_max_level;4;
synthesis;synth-edff-count;100;
cts;clk_latency;420;ps
timing;fmax;347;MHz
outcome;status;completed;
power_and_ir_drop;leakage;2.55;nW
global_routing;grt_max_degree;108;
detailed_routing;drt_wl_total;18300;µm
synthesis;largest_area_cell;edfxtp_1;
layout;n_fill_cell;2352;
placement;numPortBuffers;16;
cts;cts_buffer_depth;2;
synthesis;numSynthFlops;144;
global_routing;grt-busiest-layer;met1;
critical_path;critical_path.endpoint_type;flop;
global_routing;antenna_found_initial;0;
floorplanning;chipArea;0.0260;mm²
power_and_ir_drop;clockPowerShare;50.4;%
## power groups by stage
stage | clock network, W | registers, W | logic, W
CTS | 0.00114 | 0.00110 | 0.000000000758
finish | 0.00112 | 0.00110 | 0.000000000758
global route | 0.00119 | 0.00110 | 0.000000000758
## critical path, cell delays in order, from the launching register on
cell and delay, ps:
dfxtp_1 380, inv_1 60, ha_1 240, or3b_4 250, buf_4 620, buf_4 610
nor2_1 230, a32oi_1 220, o211ai_1 110
## cell usage in the layout, fill, tap and decap left out, types with 5 or more instances in the layout
cell type and instances:
a211oi_1 8, a21oi_1 23, a221oi_1 9, a22oi_1 9, a32oi_1 6, buf_4 11, clkbuf_16 17, clkdlybuf4s50_1 16
clkinvlp_4 6, dfxtp_1 44, edfxtp_1 100, inv_1 5, mux2_2 10, mux2i_1 83, mux4_2 39, nand2_1 36
nand2b_1 8, nand3_1 7, nor2_1 39, nor2b_1 6, nor3_1 6, o21ai_0 10, o21ai_1 11, o22ai_1 21
o31ai_1 5
## path summary, 6_finish.rpt
kind,start,to,depth (start not counted)
setup / recovery,i[0],arr1[68],8
hold / removal,arr1[41],arr2[1],0
setup reg to reg,i[0],arr1[68],8
hold reg to reg,arr1[41],arr2[1],0
## state kept, by name, summed over array words and instances, names as in the netlist
signal / count
arr1: 40
nums: 16
arr2: 80
i: 4
v: 4
## stage by stage
step	total power (W)	instances	setup WS, ps
final	0.00223	927	2820
after global routing	0.00229	927	2550
after CTS	0.00224	927	2800
after detailed placement	0.00113	895	2780
after global placement	0.00113	895	2920
after floorplan	0.00113	589	1540
## routing by layer
layer | part of all wire [%] | routed length [µm]
met3 | 8.3 | 1510
met4 | 1.9 | 342
met2 | 45 | 8320
met5 | 0 | 0
met1 | 44 | 8110
## kinds of logic (layout without fill, tap and decap cells)
logic type | after synthesis | in the layout | synth area share, %
XOR/XNOR | 1 | 1 | 0.115
multiplexers | 138 | 138 | 25.0
adder cells (fa/ha/maj) | 2 | 2 | 0.328
AND/OR/NAND/NOR | 112 | 112 | 6.62
flip-flops | 144 | 144 | 51.0
AND-OR/OR-AND | 139 | 139 | 12.6
buffers and inverters | 53 | 67 | 4.32
## cell type report
class	count	area [µm²]	area share [%]
clock inverter	13	163	1.89
clock buffer	19	433	5.04
sequential	144	3880	45.2
inverter	7	26.3	0.306
multi-input combinational	392	3410	39.7
timing repair buffer	28	263	3.06
tap	324	405	4.72
No activity file was given, so power comes from the tool's default toggle rates.
