==> design.v <==
module BCD_to_seg(num, seg_out, dot); 
	input[3:0] num; 
	input dot;
	output reg[0:7] seg_out; 
	always@(num) begin
		case(num)
			0: seg_out = 8'b00000010 + dot;
			1: seg_out = 8'b10011110 + dot;
			2: seg_out = 8'b00100100 + dot;
			3: seg_out = 8'b00001100 + dot;
			4: seg_out = 8'b10011000 + dot;
			5: seg_out = 8'b01001000 + dot;
			6: seg_out = 8'b01000000 + dot;
			7: seg_out = 8'b00011110 + dot;
			8: seg_out = 8'b00000000 + dot;
			9: seg_out = 8'b00001000 + dot;
			10:seg_out = 8'b00010000 + dot;
			11:seg_out = 8'b11000000 + dot;
			14:seg_out = 8'b01100000 + dot;
			15:seg_out = 8'b11100010 + dot;
			default: seg_out = 8'b00110000;
		endcase
	end
endmodule
==> run.sh <==
#!/bin/bash
# OpenROAD 26Q1-2900-gdf79404cd8, Yosys 0.63+post, stock flow scripts
make -C /OpenROAD-flow-scripts/flow DESIGN_CONFIG=/design/flow/config.mk WORK_HOME=/design/flow/orfs finish
==> config.mk <==
export PLATFORM = sky130hd
export DESIGN_NAME = BCD_to_seg
export DESIGN_NICKNAME = BCD_to_seg
export VERILOG_FILES = /design/flow/design.v
export SDC_FILE = /design/flow/constraint.sdc
export NUM_CORES = 4
export LEC_CHECK = 1
export CORE_AREA = 10 10 70 70
export DIE_AREA = 0 0 80 80
==> constraint.sdc <==
current_design BCD_to_seg

set clk_period 1.6
set clk_io_pct 0.2

create_clock -name clk0 -period $clk_period

set non_clock_inputs [all_inputs -no_clocks]
set_input_delay [expr $clk_period * $clk_io_pct] -clock clk0 $non_clock_inputs
set_output_delay [expr $clk_period * $clk_io_pct] -clock clk0 [all_outputs]
==> results.py <==
# Flow results
metrics = {
    "sta": {
        "tightest_slew_ns": 0.188,
        "rsz0062_at_grt": "no",
        "setup_viol": 0,
        "fin_tns_setup_ns": 0,
        "slew_headroom_pct": 87.3,
        "layout_min_cycle_time_ns": 1.55,
        "fin_crit_sh_pct": 97.0,
        "fin_hold_ws_ns": 1.06,
        "report.final.slew_viol_count": 0,
        "max_freq_mhz": 644,
        "hold_viol_final": 0,
    },
    "final_layout": {
        "ff_count": 0,
        "seq_area_sq_um": 0,
        "layout_top_cell": "buf_4",
        "nFillCells": 392,
        "layout-drive-gt1-share_pct": 42.2,
        "syn_to_final_growth_pct": 192,
        "layout_top_cells": "8 x buf_4, 6 x dlygate4sd2_1, 4 x a21oi_1",
        "stdcell_area_sq_um": 432,
        "n_clock_buffer": 0,
    },
    "worst_setup_path": {
        "critical_path_class": "in -> out",
        "endpoint_kind": "output port",
        "cp_top_family": "buffers and inverters",
        "crit_required_ns": 1.28,
        "max_stage_delay_ns": 0.22,
        "path_depth": 5,
        "endpoint": "seg_out[2]",
        "slowest_stage": "dlygate4sd2_1",
        "crit_path_start": "num[0]",
        "crit_arrival_ns": 1.23,
        "cp_cell_sequence": "clkdlybuf4s15_2 > buf_6 > buf_4 > o31ai_4 > dlygate4sd2_1",
        "path_max_fanout": 7,
        "start_kind": "primary input",
        "path_buffers": 4,
    },
    "place": {
        "place_area_sq_um": 379,
        "hpwlAfterDp_um": 556,
        "gp_congestion": 0.717,
        "portBuffers": 13,
    },
    "routing": {
        "routed_wl_um": 727,
        "vias_per_cell": 2.82,
        "vias": 257,
        "wl_per_cell_um": 7.99,
        "drc": 0,
        "first_pass_iters": 2,
        "drt_iter0_markers": 7,
        "antenna_cells": 0,
        "antenna_left": 0,
    },
    "synthesis": {
        "top_area_share_pct": 13.6,
        "area_leaders": "a21oi_1 14%, o31ai_1 10%, nand2b_1 8.5%",
        "synth_seq_share_pct": 0,
        "ys_cells": 26,
        "synth_cells": 26,
        "syn_area_sq_um": 148,
        "ys_area_sq_um": 148,
        "yosysUniqueCellTypes": 16,
        "avgSynthCellArea_sq_um": 5.68,
        "yosys_warnings": 1,
        "top_area_cell": "a21oi_1",
    },
    "run": {
        "openroad.warnings": 32,
        "cap_violations": 0,
    },
    "pwr": {
        "peakVddDrop_mv": 0.0350,
        "p_total_uw": 98.0,
        "leakagePower_uw": 0.000191,
        "power_density_nw_per_um2": 227,
    },
    "die": {
        "die_y_um": 80,
        "fp_util_pct": 4.32,
        "die_area_sq_um": 6400,
        "ios": 13,
        "die_width_um": 80,
        "coreArea_sq_um": 3420,
        "rows": 21,
    },
    "min_path": {
        "hold_path.class": "in -> out",
    },
    "global_route": {
        "grt_use_total_pct": 1.99,
        "grt_pass1_vias": 243,
        "antenna_found_initial": 0,
        "overflow": 0,
        "grt_max_degree": 8,
        "grt_pass1_wl_um": 1100,
    },
    "clock_network": {
        "cts_hold_buffers": 0,
    },
    "run_status": {
        "status": "complete, no violations",
    },
}
[worst min path at each step]
stage       from    endpoint  cells past startpoint
4_1_cts   num[2]  seg_out[2]                      4
5_1_grt   num[3]  seg_out[7]                      3
6_report  num[3]  seg_out[7]                      3
[cells in the mapped netlist]
cell,n
a21boi_1,1
a21oi_1,4
a221o_1,1
a31o_1,1
and2_1,1
and4_1,1
buf_2,1
clkbuf_1,1
inv_1,2
nand2_1,3
nand2b_1,2
nor2b_1,1
nor3_1,1
o21ai_0,2
o21ai_1,2
o31ai_1,2
[metrics by stage]
stage          utilization, %  setup WS, ns  std cells
2_1_floorplan               -         0.381         26
3_3_place_gp             11.1        -0.631         90
3_5_place_dp             11.1        -0.635         90
4_1_cts                  12.5        0.0239         91
5_1_grt                  12.6       0.00481         91
6_report                 12.6        0.0478         91
[what timing repair did]
item	in CTS	in global routing
setup buffers	1	0
pin swaps	0	1
setup endpoints to repair	8	3
resized	39	4
endpoints found under the hold margin	0	0
[power by group]
group          total (uW)  switching [uW]  internal (uW)
Combinational        98.0            39.3           58.7
Sequential              0               0              0
Clock                   0               0              0
Total                98.0            39.3           58.7
[cell type report]
cell class / instances / area (sq um) / area share (%)
inverters: 2 / 7.51 / 1.74
multi-input cells: 22 / 184 / 42.6
well taps: 46 / 57.6 / 13.3
repair buffers: 21 / 183 / 42.3
[kinds of logic after synthesis]
| family | Yosys count | share of synthesized area [%] |
|---|---|---|
| compound gates | 13 | 55.1 |
| buf+inv | 4 | 11.0 |
| simple gates | 9 | 33.9 |
[layer usage]
layer / global-route usage, % / share of wire, %
met1: 2.84 / 46
met2: 3.29 / 46
met3: 0.227 / 7.2
met4: 0 / 0
met5: 0 / 0
Power and IR drop assume default switching activity.
